===== flow/config.mk =====
export PLATFORM = sky130hd
export DESIGN_NAME = fifo
export DESIGN_NICKNAME = fifo
export VERILOG_FILES = /design/flow/design.v
export SDC_FILE = /design/flow/constraint.sdc
export NUM_CORES = 4
export LEC_CHECK = 1
export CORE_UTILIZATION = 40

===== flow/constraint.sdc =====
current_design fifo

set clk_period 3.6
set clk_io_pct 0.2

create_clock -name clk0 -period $clk_period [get_ports {clk}]

set non_clock_inputs [all_inputs -no_clocks]
set_input_delay [expr $clk_period * $clk_io_pct] -clock clk0 $non_clock_inputs
set_output_delay [expr $clk_period * $clk_io_pct] -clock clk0 [all_outputs]

===== flow/design.v =====
`timescale 1ns / 1ps
module button_debouncer #(parameter depth = 16) (
   input clk,
 input PB,   
 output reg PB_state,   
 output PB_down,   
 output PB_up    
);
reg PB_sync_0;  always @(posedge clk) PB_sync_0 <= ~PB;   
reg PB_sync_1;  always @(posedge clk) PB_sync_1 <= PB_sync_0;
reg [15:0] PB_cnt;
wire PB_idle = (PB_state==PB_sync_1);
wire PB_cnt_max = &PB_cnt;     
always @(posedge clk)
if(PB_idle)
 PB_cnt <= 0;   
else
begin
 PB_cnt <= PB_cnt + 16'd1;   
 if(PB_cnt_max) PB_state <= ~PB_state;   
end
assign PB_down = ~PB_idle & PB_cnt_max & ~PB_state;
assign PB_up   = ~PB_idle & PB_cnt_max &  PB_state;
endmodule
`timescale 1ns / 1ps
module fifo(d_in, d_out, empty, full, rst, wnr, enable, clk_d, clk);
parameter data_width = 4;
parameter addy_width = 4;
parameter depth = 8;
input clk;
input clk_d;
wire deb;
input rst;
input wnr;
input enable;
input [data_width-1:0]d_in;
output [data_width-1:0]d_out;
reg [data_width-1:0]d_out;
output reg full;
output reg empty;
reg [addy_width-1:0] r_ptr, w_ptr; 
reg [addy_width-1:0] status_count;
reg [data_width-1:0] mem [depth-1:0];
integer count;
button_debouncer instance1(clk, clk_d, deb);
always@(posedge deb, posedge rst)
begin 
    if(rst)
        begin r_ptr = 0; w_ptr = 0; d_out = 4'b0000;  
        count = 0;
        end
    else if(!enable)
        begin d_out = 'bz; 
        end
    else if(wnr && !full)
        begin mem[w_ptr[addy_width-1:0]] = d_in; w_ptr = w_ptr +1;
        count = count + 1;
        end
    else if(!wnr && !empty)
        begin d_out = mem[r_ptr[addy_width-1:0]]; r_ptr = r_ptr +1;
        count = count - 1;
        end 
     else 
        begin d_out = 'bz; 
        end
end
always@(r_ptr, w_ptr) 
begin
    if(r_ptr==w_ptr)
        begin empty = 1; full = 0; 
        end
    else if(count==depth)
        begin #125; empty = 0; full = 1;
        end
    else
        begin empty = 0; full = 0;
        end
end
endmodule

===== flow/run.sh =====
#!/bin/bash
# OpenROAD 26Q1-2900-gdf79404cd8, Yosys 0.63+post, stock flow scripts
make -C /OpenROAD-flow-scripts/flow DESIGN_CONFIG=/design/flow/config.mk WORK_HOME=/design/flow/orfs finish

==> GITHUB_STEP_SUMMARY <==
### Flow metrics

| Metric | Value |
|---|---|
| Hold WS | `0.330 ns` |
| LEAKAGE | `2.52 nW` |
| Cells on worst reg2reg path | `4` |
| Largest net degree at the start of global routing | `78` |
| Post-layout util | `44.0%` |
| Vias per inst | `5.42` |
| Clk_skew | `0.00379 ns` |
| Worst VDD drop | `0.000277 V` |
| Die width | `122 um` |
| Status | `complete, no violations` |
| Clock power frac | `32.6%` |
| Sequential element share of the synthesized area | `42.5%` |
| Area leader share | `19.1%` |
| # IOs | `15` |
| Area growth from synthesis to layout | `6.66%` |
| Critical path peak fanout | `7` |
| Cells after synthesis | `603` |
| Hold depth | `0` |
| Log Warnings | `33` |
| Root buf cell | `clkbuf_16` |
| CTS resizes | `0` |
| Internal Pwr Total | `463 uW` |
| Clk slew on worst S/H paths | `0.05 ns` |
| Cell Chain, Critical Path | `nand3_1, nor2_1, nand3_1, nor4b_1` |
| Async S/R FF share, synth | `46.3%` |
| Endpoints failing setup | `0` |
| Startpoint types | `register` |
| WL/cell | `14.6 um` |
| Worst Tran Pin Value | `0.711 ns` |
| R2r startpoint | `instance1.PB_cnt[2]$_SDFF_PP0_` |
| Worst Path Arrival | `1.58 ns` |
| Clock latency (worst-skew pair) | `0.25 ns` |
| Switching part of the total power | `31.8%` |
| Share of power burned in registers | `33.8%` |
| Unrepaired setup endpoints after global routing | `no` |
| Worst Path Required | `3.52 ns` |
| Period utilisation layout | `46.0%` |
| Synth top area cells | `dfrtp_1 19%, edfxtp_1 17%, ha_1 9.3%` |
| R2R setup slack | `1.94 ns` |
| Number of H-tree levels | `1` |
| Diode count | `0` |
| CTS tree | `yes` |
| Starting DRT DRC Count | `254` |
| Final Non-Filler Cells | `784` |
| Reg2Reg Capture Point | `instance1.PB_state$_DFFE_PP_` |
| Hold_sp | `instance1.PB_sync_0$_DFF_P_` |
| DR DRC count | `0` |
| First-pass GRT wire length | `19.6 mm` |
| Register pins left without a clock | `76` |
| Highest Clock Rate | `604 MHz` |
| MaxCap Viol Count | `0` |
| Slowest cell on crit path | `dfxtp_1` |
| Initial antenna violation count | `0` |
| Yosys Chip Area | `5770 um^2` |
| CTS max path bufs | `2` |
| Synthesized cell area | `5770 um^2` |
| Synth warnings | `5` |
| Tmin final | `1.66 ns` |
| Global Route Usage Sum | `16.7%` |
| Crit path capture type | `register` |
| Sw power | `216 uW` |
| Number of cells in Yosys stat | `603` |
| Power Dens Cells | `110 nW/um^2` |
| Port-buffer cells | `14` |
| DR pass1 iterations | `4` |
| Synthesized flop and latch total | `95` |
| Logic pwr share | `33.7%` |
| CP most frequent cell | `nand3_1` |
| Hold_buf cts | `0` |
| Dominant synthesized flop cell | `dfrtp_1` |
| Full die area | `14,900 um^2` |
| Final Hold Fails | `0` |
| Critical path class | `reg -> reg` |
| Number of enable flip-flop cells | `33` |
| Hpwl dp | `8.70 mm` |
| Sum Neg Setup Slack | `0 ns` |
| Post-DRT Antenna Nets | `0` |
| DP Cell Count | `780` |
| Yosys top cell by area | `dfrtp_1` |
| Core Footprint | `14,000 um^2` |
| Grt ovf | `0` |
| Vias in the first global route | `4,075` |
| CP peak stage delay | `0.36 ns` |
| Netlist cell types | `65` |
| Hold Crit Endpoint | `instance1.PB_sync_1$_DFF_P_` |
| Die y size | `122 um` |
| Share of cells above drive strength 1 | `4.47%` |
| Cell Rows | `43` |
| Final Max Tran Viols | `0` |
| Endpoints left unconstrained | `114` |
| GP Congestion | `0.902` |
| Synth Area per Inst | `9.57 um^2` |
| Slew HR | `52.3%` |
| Num CTS Buffers | `3` |
| Fp util | `41.2%` |
| Worst hold path type | `reg -> reg` |
| Post-CTS setup repair buffer count | `0` |
| Final WL | `11.5 mm` |
| DR vias | `4,249` |
==> per-layer routing <==
| metal | vias up | part of all wire (%) | track usage [%] |
|---|---|---|---|
| met5 | - | 0 | 0 |
| met4 | 0 | 0.14 | 0.305 |
| met3 | 2 | 3.7 | 1.91 |
| met2 | 77 | 43 | 25.0 |
| met1 | 1954 | 53 | 28.2 |
| li1 | 2216 | - | - |
==> layout by cell type (no fill, tap or decap), types with 2 or more instances in the layout <==
cell type	n
mux2_2	6
nor4b_1	2
a31oi_1	3
o21ai_0	46
mux2i_1	3
nand2b_1	2
nor3_1	11
a21o_1	18
o21bai_1	6
a222oi_1	3
nand2_1	72
xor2_1	31
o21ai_1	2
a22o_1	2
o21a_1	2
clkdlybuf4s50_1	14
a211oi_1	8
o211ai_1	3
dfrtp_1	44
clkbuf_16	3
and2_1	2
nand4b_1	2
nor4_1	9
a211o_1	4
a21oi_1	47
a2111oi_4	2
nand3_1	18
dfxtp_1	18
a221oi_1	6
xnor2_1	18
ha_1	43
buf_4	5
nand4_1	11
and3_1	9
inv_1	15
edfxtp_1	33
nor2_1	52
or3_1	2
==> worst max-delay path by stage <==
stage                 slack [ns]                           end                            from  cells past startpoint
after CTS                   1.96  instance1.PB_state$_DFFE_PP_  instance1.PB_cnt[2]$_SDFF_PP0_                      4
after global routing        1.85  instance1.PB_state$_DFFE_PP_  instance1.PB_cnt[2]$_SDFF_PP0_                      4
final                       1.94  instance1.PB_state$_DFFE_PP_  instance1.PB_cnt[2]$_SDFF_PP0_                      4
==> logic make-up (layout without fill, tap and decap cells) <==
group | after synthesis | count (layout) | synth area share, %
adders and majority gates | 44 | 44 | 9.67
xor gates and xnor gates | 49 | 49 | 7.44
DFF | 95 | 95 | 42.5
and+or+nand+nor | 200 | 200 | 16.6
muxes | 9 | 9 | 1.69
AOI/OAI and AO/OA | 167 | 167 | 19.1
buffers and inverters | 39 | 40 | 2.95
==> registers in the layout, summed over array words and instances, names as in the netlist <==
signal               count
w_ptr                    4
instance1.PB_sync_0      1
count                   32
instance1.PB_sync_1      1
r_ptr                    4
instance1.PB_state       1
d_out                    4
instance1.PB_cnt        16
mem                     32
==> cells in the mapped netlist (3+ instances only) <==
cell type,n
a211o_1,4
a211oi_1,8
a21o_1,18
a21oi_1,47
a221oi_1,6
a222oi_1,3
a31oi_1,3
and3_1,9
buf_2,3
clkbuf_1,15
dfrtp_1,44
dfxtp_1,18
edfxtp_1,33
ha_1,43
inv_1,16
mux2_2,6
mux2i_1,3
nand2_1,72
nand3_1,18
nand4_1,11
nor2_1,52
nor3_1,11
nor4_1,9
o211ai_1,3
o21ai_0,46
o21bai_1,6
xnor2_1,18
xor2_1,31
==> power groups by stage <==
stage | clock network [mW] | registers (mW) | logic, mW
finish | 0.221 | 0.229 | 0.228
global route | 0.237 | 0.229 | 0.261
CTS | 0.225 | 0.229 | 0.230
==> critical path, delay by kind of cell, from the launching register on <==
kind | cells | cell delay (ns)
flip-flops | 1 | 0.36
AND/OR/NAND/NOR | 4 | 0.97
==> area by class of cell <==
class | instances | area [um^2]
clock buffers | 4 | 78.8
fillers | 1311 | 7840
inverters | 17 | 65.1
multi-input cells | 469 | 3150
flip-flops and latches | 95 | 2450
well taps | 180 | 225
repair buffers | 19 | 178
==> through the flow <==
stage | area [um^2] | setup WS [ns] | power [mW]
CTS | 6150 | 1.96 | 0.684
floorplan | 5770 | 1.34 | 0.408
detailed placement | 6070 | 2.00 | 0.463
finish | 6150 | 1.94 | 0.679
global placement | 6070 | 2.00 | 0.460
global route | 6150 | 1.85 | 0.727
Power figures rest on the tool's default switching activity, not on a simulated workload.
